--- /design/flow/design.v ---
`timescale 1ns / 1ps
module dsa_single #(
	parameter dac_bw = 16
)(
	input	wire				clk,
	input	wire				rst_n,
	input	wire	[15 : 0]	din,
	output	wire				dout
);
	localparam bw_ext = 2;
	localparam bw_tot = dac_bw + bw_ext;
	reg						dout_r;
	reg						dac_dout;
	reg signed		[bw_tot-1 : 0]	DAC_acc_1st;
	wire signed		[bw_tot-1 : 0]	max_val = (2**(dac_bw - 1) - 1);
	wire signed		[bw_tot-1 : 0]	min_val = -(2**(dac_bw - 1));
	wire signed		[bw_tot-1 : 0]	dac_val = (!dout_r) ? max_val : min_val;
	wire signed		[bw_tot-1 : 0]	in_ext = {{bw_ext{din[dac_bw - 1]}}, din};
	wire signed		[bw_tot-1 : 0]	delta_s0_c0 = in_ext + dac_val;
	wire signed		[bw_tot-1 : 0]	delta_s0_c1 = DAC_acc_1st + delta_s0_c0;
	always@(posedge clk)begin
		if(!rst_n)begin
			DAC_acc_1st <= 'd0;
		end else begin
			DAC_acc_1st <= delta_s0_c1;
		end
	end
	always@(posedge clk)begin
		if(!rst_n)begin
			dout_r		<= 1'b0;
			dac_dout	<= 1'b0;
		end else begin
			dout_r		<= delta_s0_c1[bw_tot-1];
			dac_dout	<= ~dout_r;
		end
	end
	assign dout = dout_r;
endmodule
--- /design/flow/run.sh ---
#!/bin/bash
# OpenROAD 26Q1-2900-gdf79404cd8, Yosys 0.63+post, stock flow scripts
make -C /OpenROAD-flow-scripts/flow DESIGN_CONFIG=/design/flow/config.mk WORK_HOME=/design/flow/orfs finish
--- /design/flow/config.mk ---
export PLATFORM = sky130hd
export DESIGN_NAME = dsa_single
export DESIGN_NICKNAME = dsa_single
export VERILOG_FILES = /design/flow/design.v
export SDC_FILE = /design/flow/constraint.sdc
export NUM_CORES = 4
export LEC_CHECK = 1
export CORE_AREA = 10 10 102 102
export DIE_AREA = 0 0 112 112
--- /design/flow/constraint.sdc ---
current_design dsa_single

set clk_period 9.1
set clk_io_pct 0.2

create_clock -name clk0 -period $clk_period [get_ports {clk}]

set non_clock_inputs [all_inputs -no_clocks]
set_input_delay [expr $clk_period * $clk_io_pct] -clock clk0 $non_clock_inputs
set_output_delay [expr $clk_period * $clk_io_pct] -clock clk0 [all_outputs]
==> flow_metrics.env <==
# yosys + openroad results
export IMPL_slew_viol_final=0
export IMPL_cp_start_kind="primary input"
export IMPL_clock_path_buffers=2
export IMPL_synth_distinct_cells=34
export IMPL_port_buffers=18
export IMPL_top_cell_area_share_pct=22.45
export IMPL_placeableCoreArea_um2=8217
export IMPL_rrSetupSlack_ns=6.15
export IMPL_setup_tns_final_ns=0
export IMPL_r2r_start="DAC_acc_1st[17]"
export IMPL_clock_latency_late_pin_ns=0.26
export IMPL_clockRootBuffer="clkbuf_8"
export IMPL_ys_async_sr_fraction_pct=0
export IMPL_dp_cells=284
export IMPL_cts_htree_levels=1
export IMPL_io_pins=19
export IMPL_chipWidth_um=112
export IMPL_hold_end="DAC_acc_1st[0]"
export IMPL_worst_endpoint_required_ns=9.30
export IMPL_status="finished, final reports clean"
export IMPL_grt_pass1_wl_um=6154
export IMPL_end_kind="flip-flop"
export IMPL_path_class="in -> reg"
export IMPL_edf_count=0
export IMPL_slowest_delay_ns=0.49
export IMPL_worst_clock_skew_ns=0.001019
export IMPL_cp_top_family="adder cells"
export IMPL_hpwl_um=2765
export IMPL_cp_common_cell="fa_1"
export IMPL_yosysWarnings=1
export IMPL_antenna_found_initial=0
export IMPL_layoutNonFillerInstCount=288
export IMPL_r2r_end="DAC_acc_1st[17]"
export IMPL_reg_largest_list="DAC_acc_1st (18)"
export IMPL_yosys_area_um2=1605
export IMPL_wirelength_um=3485
export IMPL_largest_reg_flops=18
export IMPL_yosys_top_cells_area="dfxtp_1 22%, fa_1 22%, ha_1 12%"
export IMPL_hold_class="reg -> reg"
export IMPL_die_h_um=112
export IMPL_min_from="DAC_acc_1st[0]"
export IMPL_regMostFlops="DAC_acc_1st"
export IMPL_path_clk_slew_ns=0.08
export IMPL_openroad_warnings=25
export IMPL_drtIter0Drc=57
export IMPL_drt_first_pass_iters=4
export IMPL_grt_pass1_vias=1293
export IMPL_clock_fmax_ghz=0.2359
export IMPL_post_route_period_util_pct=46.59
export IMPL_setup_viol=0
export IMPL_vias=1228
export IMPL_arrival_ns=4.44
export IMPL_critPathBufInv=1
export IMPL_place_gp_congestion=0.9221
export IMPL_top_area_cell="dfxtp_1"
export IMPL_std_cell_rows=33
export IMPL_fp_util_pct=19.54
export IMPL_grt_overflow_total=0
export IMPL_numSynthFlops=18
export IMPL_placed_area_um2=1898
export IMPL_hold_buffers=0
export IMPL_crit_path_top_delay_cell="fa_1"
export IMPL_syn_area_um2=1605
export IMPL_ys_cells=165
export IMPL_grtUsageTotal_pct=5.894
export IMPL_fin_crit_ns=4.240
export IMPL_antennaDiodeCount=0
export IMPL_cts_tree="built"
export IMPL_reg2reg_depth=9
export IMPL_hold_depth=2
export IMPL_dieArea_um2=12540
export IMPL_maxSlewHeadroom_pct=42.37
export IMPL_cts_setup_buffers=0
export IMPL_ys_seq_share_pct=22.45
export IMPL_tightest_slew_ns=0.8617
export IMPL_grt_max_degree=26
export IMPL_worstPathMaxFanout=3
export IMPL_postSynthCellCount=165
export IMPL_drc=0
export IMPL_clock_sinks=18
export IMPL_rsz0062_at_grt="false"
export IMPL_maxCapViolations=0
export IMPL_hold_slack_ns=0.6193
export IMPL_cts_resized=0
export IMPL_syn2layout_area_growth_pct=21.67
export IMPL_flop_cell="dfxtp_1"
export IMPL_avgRoutedWirePerCell_um=12.10
export IMPL_post_drt_via_cell_ratio=4.264
export IMPL_drive_above_1_share_pct=3.825
export IMPL_drtAntennaViolNets=0
export IMPL_hold_violations=0
export IMPL_cts_buffers=3
export IMPL_final_util_pct=23.77
export IMPL_synth_avg_cell_area_um2=9.729
export IMPL_stdcell_area_um2=1953
export IMPL_path_cells="clkdlybuf4s50_1, fa_1, ha_1, fa_1, a211oi_1, o211a_1, nor2_1, a31oi_1, mux2i_1"
## how the worst max path moves through the flow
stage,start,slack (ns),cells past startpoint,end
after CTS,din[1],4.87,9,DAC_acc_1st[17]
after global routing,din[1],4.69,9,DAC_acc_1st[17]
final,din[1],4.86,9,DAC_acc_1st[17]
## tightest hold or removal path, stage by stage (launching register included)
cell and delay (ns):
dfxtp_1 0.33, fa_1 0.15, and2_1 0.11
## per-stage QoR
stage               setup WS [ns]
floorplan                   5.254
global placement            4.636
detailed placement          4.627
CTS                         4.875
global route                4.685
finish                      4.860
## Yosys cell counts, drive strengths merged (2+ instances only)
cell type	number
mux2i	7
nand3	4
o21ai	8
nand2	20
a21o	3
ha	16
clkbuf	4
nand2b	7
a21oi	13
xor2	5
nor2	9
fa	18
a31oi	2
and2	10
nand4	2
dfxtp	18
xnor2	3
## cell families (layout without fill, tap and decap cells)
group	after synthesis	after routing	synth area share, %
buffers and inverters	6	24	1.870
XOR/XNOR	8	8	4.365
adder cells (fa/ha/maj)	34	34	34.92
AND-OR/OR-AND	39	39	16.06
multiplexers	7	7	4.365
flip-flops	18	18	22.45
AND/OR/NAND/NOR	53	53	15.98
## cell usage in the layout, fill, tap and decap left out, drive strengths merged, types with 2 or more instances in the layout
| master | count |
|---|---|
| dfxtp | 18 |
| o21ai | 8 |
| ha | 16 |
| nand2b | 7 |
| clkbuf | 4 |
| nand4 | 2 |
| a21oi | 13 |
| a31oi | 2 |
| clkdlybuf4s50 | 18 |
| nand2 | 20 |
| xor2 | 5 |
| nor2 | 9 |
| nand3 | 4 |
| fa | 18 |
| and2 | 10 |
| xnor2 | 3 |
| mux2i | 7 |
| a21o | 3 |
## cell type report
class | count | area [um^2]
Clock buffer | 4 | 55.05
Sequential cell | 18 | 360.3
Multi-Input combinational cell | 141 | 1215
Inverter | 1 | 3.754
Tap cell | 105 | 131.4
Fill cell | 861 | 6264
Timing Repair Buffer | 19 | 187.7
## layer usage
metal	wire length, um	GRT usage [%]	vias to the layer above	part of all wire [%]
li1	-	-	620	-
met1	1782	8.522	575	51
met2	1509	8.936	27	43
met3	161	1.683	6	4.6
met4	31	0.4230	0	0.89
met5	0	0	-	0
