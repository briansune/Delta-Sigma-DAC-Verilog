==> flow/design.v <==
`timescale 1ns / 1ps
module dsa_two #(
	parameter dac_bw = 16,
	parameter osr = 6
)(
	input wire clk,
	input wire rst_n,
	input wire [15:0] din,
	output wire dout
);
	localparam mid_val = 2**(dac_bw - 1) + 2**(osr + 2);
	localparam bw_ext = 2;
	localparam bw_tot = dac_bw + bw_ext;
	reg						dout_r;
	reg						dac_dout;
	reg signed		[bw_tot-1 : 0]	DAC_acc_1st;
	wire signed		[bw_tot-1 : 0]	max_val = mid_val;
	wire signed		[bw_tot-1 : 0]	min_val = -mid_val;
	wire signed		[bw_tot-1 : 0]	dac_val = (!dout_r) ? max_val : min_val;
	wire signed		[bw_tot-1 : 0]	in_ext = {{bw_ext{din[dac_bw - 1]}}, din};
	wire signed		[bw_tot-1 : 0]	delta_s0_c0 = in_ext + dac_val;
	wire signed		[bw_tot-1 : 0]	delta_s0_c1 = DAC_acc_1st + delta_s0_c0;
	always@(posedge clk)begin
		if(!rst_n)begin
			DAC_acc_1st <= 'd0;
		end else begin
			DAC_acc_1st <= delta_s0_c1;
		end
	end
	localparam bw_tot2 = bw_tot + osr;
	reg signed		[bw_tot2-1 : 0]	DAC_acc_2nd;
	wire signed		[bw_tot2-1 : 0]	max_val2 = mid_val;
	wire signed		[bw_tot2-1 : 0]	min_val2 = -mid_val;
	wire signed		[bw_tot2-1 : 0]	dac_val2 = (!dout_r) ? max_val2 : min_val2;
	wire signed		[bw_tot2-1 : 0]	in_ext2 = {{osr{delta_s0_c1[bw_tot - 1]}}, delta_s0_c1};
	wire signed		[bw_tot2-1 : 0]	delta_s1_c0 = in_ext2 + dac_val2;
	wire signed		[bw_tot2-1 : 0]	delta_s1_c1 = DAC_acc_2nd + delta_s1_c0;
	always@(posedge clk)begin
		if(!rst_n)begin
			DAC_acc_2nd <= 'd0;
		end else begin
			DAC_acc_2nd <= delta_s1_c1;
		end
	end
	always@(posedge clk)begin
		if(!rst_n)begin
			dout_r		<= 1'b0;
			dac_dout	<= 1'b0;
		end else begin
			dout_r		<= delta_s1_c1[bw_tot2-1];
			dac_dout	<= ~dout_r;
		end
	end
	assign dout = dout_r;
endmodule
==> flow/run.sh <==
#!/bin/bash
# OpenROAD 26Q1-2900-gdf79404cd8, Yosys 0.63+post, stock flow scripts
make -C /OpenROAD-flow-scripts/flow DESIGN_CONFIG=/design/flow/config.mk WORK_HOME=/design/flow/orfs finish
==> flow/config.mk <==
export PLATFORM = sky130hd
export DESIGN_NAME = dsa_two
export DESIGN_NICKNAME = dsa_two
export VERILOG_FILES = /design/flow/design.v
export SDC_FILE = /design/flow/constraint.sdc
export NUM_CORES = 4
export LEC_CHECK = 1
export CORE_UTILIZATION = 30
==> flow/constraint.sdc <==
current_design dsa_two

set clk_period 10.9
set clk_io_pct 0.2

create_clock -name clk0 -period $clk_period [get_ports {clk}]

set non_clock_inputs [all_inputs -no_clocks]
set_input_delay [expr $clk_period * $clk_io_pct] -clock clk0 $non_clock_inputs
set_output_delay [expr $clk_period * $clk_io_pct] -clock clk0 [all_outputs]
==> flow_summary_export.csv <==
group,metric,value,unit
place,portBuffers,18,
drt,antenna_cells,0,
logic_synthesis,yosysCellCount,484,
critical_path,start_kind,"primary input",
cells_and_area,ff_latch_area,841,um2
clock_tree,cts.path.max_buffers,2,
critical_path,timing.rr.end,"DAC_acc_2nd[23]",
floorplan,fp_util,31.2,%
clock_tree,cts.sinks,42,
floorplan,core,13400,um2
critical_path,cp_slowest_stage_delay,0.64,ns
floorplan,die_h,120,um
cells_and_area,final_area,4660,um2
final_timing,postLayoutSetupSlackWorst,3.89,ns
cells_and_area,final_util,34.8,%
place,dp_hpwl,6830,um
clock_tree,cts.reportedPaths.clkPinSlew,0.07,ns
critical_path,startpoint,"din[9]",
critical_path,criticalPathCategory,"in2reg",
final_timing,period_needed,7.01,ns
grt,antenna_found_initial,0,
logic_synthesis,avgSynthCellArea,8.63,um2
drt,via_per_inst,4.98,
floorplan,dieArea,14400,um2
run,cap_violations,0,
clock_tree,clk_latency,0.29,ns
logic_synthesis,edf_count,0,
place,globalplace.congestion,0.962,
grt,grt_pass1_vias,3331,
logic_synthesis,syn_inst,484,
floorplan,io_pins,19,
clock_tree,tritoncts,"yes",
logic_synthesis,syn_area,4180,um2
critical_path,reg2reg_slack,5.74,ns
clock_tree,cts-resized-gates,0,
final_timing,holdWs,0.566,ns
final_timing,tightest_slew,0.752,ns
cells_and_area,drive_above_1_share,5.22,%
final_timing,period_used_share,64.3,%
logic_synthesis,yosys_most_used_dff,"dfxtp_1",
drt,wl_per_cell,12.9,um
logic_synthesis,topCellsByArea,"dfxtp_1 (20%), ha_1 (17%), fa_1 (12%)",
place,dpl.cell_count,666,
logic_synthesis,ys_warn_count,1,
critical_path,crit_path_end,"DAC_acc_2nd[23]",
final_timing,rsz0062_at_grt,"no",
critical_path,cp_cell_sequence,"clkdlybuf4s50_1 -> fa_1 -> ha_1 -> a21o_1 -> a31oi_1 -> nand4_1 -> a31oi_2 -> o21ai_2 -> xnor2_1 -> fa_1 -> inv_1 -> ha_1 -> and4_1 -> nand3_4 -> a311oi_2 -> o21ai_1 -> and4bb_1 -> mux2i_1",
grt,grt_pass1_wl,15300,um
final_timing,finalSetupTns,0,ns
logic_synthesis,largest_area_cell,"dfxtp_1",
logic_synthesis,yosys.cell_types.count,63,
place,place_area,4520,um2
drt,dr.pass1.iters,4,
final_timing,hold_viol_final,0,
grt,overflow,0,
drt,drt-initial-drc-count,204,
place,dp_slack,3.63,ns
final_timing,fin_skew,0.00921,ns
drt,wirelength,8660,um
cells_and_area,combGateArea,3000,um2
clock_tree,cts-root-buf,"clkbuf_16",
clock_tree,holdBufCountCts,0,
logic_synthesis,top_area_share,20.1,%
cells_and_area,area_growth,11.5,%
drt,final_antenna_net_count,0,
floorplan,die_x,120,um
critical_path,critPathCaptureType,"flip-flop",
run,tool_warnings,26,
critical_path,required,11.07,ns
logic_synthesis,async_flop_share,0,%
grt,use_met1,19.2,%
grt,top_usage_layer,"met2",
logic_synthesis,ys_chip_area,4180,um2
final_timing,setup_violations,0,
cells_and_area,fin_cells,674,
grt,track_usage,13.1,%
critical_path,crit_arrival,7.18,ns
outcome,status,"completed",
clock_tree,cts_buffers,5,
critical_path,r2r_cells,18,
drt,vias,3356,
logic_synthesis,synth_flop_count,42,
critical_path,cp_slowest_cell,"xnor2_1",
drt,drc,0,
logic_synthesis,ys_seq_share,20.1,%
clock_tree,htree_levels,2,
grt,grt_use_met2,20.9,%
cells_and_area,fill_cells,1342,
critical_path,worst-path-max-fanout,7,
min_path,hold_class,"reg2reg",
grt,grtUsageMet3,1.17,%
floorplan,rows,42,
grt,grt_start_max_net_pins,31,
final_timing,timing.slew.headroom,49.5,%
critical_path,timing.rr.start,"DAC_acc_2nd[23]",
final_timing,fmax,143,MHz
final_timing,slew_violations,0,
clock_tree,cts_setup_buffers,0,
==> cells in the mapped netlist (2+ instances only) <==
cell and count:
a211o_1 2, nand2_1 29, o211ai_1 4, xor2_1 10, a31oi_1 6, o2111ai_1 2, nor2_1 23, buf_2 3
o21bai_1 4, nand2b_1 7, o21a_1 5, and3_1 2, clkbuf_1 8, dfxtp_1 42, buf_6 3, mux2i_1 7
nand4_1 6, fa_1 24, a211oi_2 2, nor3_1 12, a21boi_0 2, nand3_1 12, and2_1 14, a21oi_1 33
a211oi_1 8, or3_1 2, inv_1 64, ha_1 57, o21ai_0 17, a21oi_2 2, o21ai_1 9, a21o_1 14
nor3b_1 4, xnor2_1 16
==> metal layers <==
layer / up-vias / routed length [um]
met5: - / 0
met4: 0 / 203
met3: 16 / 329
met2: 72 / 3780
met1: 1551 / 4350
li1: 1717 / -
==> how the worst min path moves through the flow <==
stage	from	to	slack (ns)	cells after the start
4_1_cts	DAC_acc_2nd[0]	DAC_acc_2nd[0]	0.58	2
5_1_grt	DAC_acc_2nd[0]	DAC_acc_2nd[0]	0.60	2
6_report	DAC_acc_2nd[0]	DAC_acc_2nd[0]	0.57	2
==> area by class of cell <==
class / instances / share of cell area, %
Sequential cell: 42 / 18.0
Tap cell: 176 / 4.73
Inverter: 64 / 5.16
Timing Repair Buffer: 22 / 4.51
Multi-Input combinational cell: 362 / 64.5
Clock buffer: 6 / 2.77
Clock inverter: 2 / 0.295
==> critical path, delay by kind of cell <==
family / cells / cell delay (ns)
AOI/OAI and AO/OA: 6 / 1.22
and+or+nand+nor: 4 / 0.88
xor gates and xnor gates: 1 / 0.64
adders and majority gates: 4 / 1.64
muxes: 1 / 0.11
buffers and inverters: 2 / 0.51
==> sequential cells by signal (all words and copies together), names as in the netlist <==
signal       count
DAC_acc_2nd     24
DAC_acc_1st     18
==> kinds of logic after synthesis <==
group | Yosys count | share of synthesized area [%]
fa+ha+maj | 81 | 28.6
flops | 42 | 20.1
mux | 7 | 1.68
simple gates | 121 | 15.1
buf+inv | 80 | 7.94
compound gates | 127 | 21.2
xor+xnor | 26 | 5.45
==> cells in the final DEF, fill, tap and decap left out, drive strengths merged, types with 2 or more instances in the layout <==
cell type and instances:
inv 64, a21o 14, o21ai 27, a211o 2, nor3b 4, ha 57, mux2i 7, clkdlybuf4s50 18
and3 2, nand2 29, o21bai 4, a211oi 10, o2111ai 2, o21a 5, a31oi 7, xor2 10
o311ai 2, and2 14, a31o 2, nor2 23, buf 4, a311oi 2, or3 2, nand4 6
a21boi 3, nor3 12, xnor2 16, nand2b 7, dfxtp 42, or2 2, clkbuf 6, nand3 13
clkinv 2, o211ai 4, a21oi 35, fa 24
